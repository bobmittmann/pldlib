===== run.sh =====
#!/bin/bash
# OpenROAD 26Q1-2900-gdf79404cd8, Yosys 0.63+post, stock flow scripts
make -C /OpenROAD-flow-scripts/flow DESIGN_CONFIG=/design/flow/config.mk WORK_HOME=/design/flow/orfs finish

===== config.mk =====
export PLATFORM = sky130hd
export DESIGN_NAME = fracbrg
export DESIGN_NICKNAME = fracbrg
export VERILOG_FILES = /design/flow/design.v
export SDC_FILE = /design/flow/constraint.sdc
export NUM_CORES = 4
export LEC_CHECK = 1
export CORE_AREA = 10 10 77 77
export DIE_AREA = 0 0 87 87

===== constraint.sdc =====
current_design fracbrg

set clk_period 2.4
set clk_io_pct 0.2

create_clock -name clk0 -period $clk_period [get_ports {clk_i}]

set non_clock_inputs [all_inputs -no_clocks]
set_input_delay [expr $clk_period * $clk_io_pct] -clock clk0 $non_clock_inputs
set_output_delay [expr $clk_period * $clk_io_pct] -clock clk0 [all_outputs]

===== design.v =====
`timescale 10ns/1ns
module fracbrg
	#(
		parameter CLK_HZ = 24000000,
		parameter BAUDRATE = 38400,
		parameter OVERSAMPLE = 16,
		parameter RESOLUTION = 16
	)
	(
		input rst_i,
		input clk_i,
		input clr_i,
		output brg_stb_o,
		output brg_clk_o
	);
	localparam real FREQ = BAUDRATE * OVERSAMPLE;
	localparam real RES2 = (1 << (RESOLUTION - 1));
	localparam real RES1 = RES2 * 2;
	localparam real RDIV = ((FREQ * RES1) / CLK_HZ);
	localparam integer DIV = RDIV;
	reg [RESOLUTION-1:0] brg_cnt;
	reg brg_clk;
	reg brg_stb;
	always @(posedge clk_i or posedge rst_i)
	begin
		if (rst_i) begin
			brg_cnt <= 0;
			brg_clk <= 0;
			brg_stb <= 0;
		end
		else if (clr_i)
		begin
			brg_cnt <= 0;
			brg_clk <= 0;
			brg_stb <= 0;
		end
		else
		begin
			begin
				brg_cnt <= brg_cnt + DIV;
				brg_clk <= brg_cnt[RESOLUTION-1];
				brg_stb <= brg_cnt[RESOLUTION-1] & 
					(brg_cnt[RESOLUTION-1] ^ brg_clk);
			end
		end
	end
	assign brg_clk_o = brg_clk;
	assign brg_stb_o = brg_stb;
endmodule

==> notes.md <==
Summary of the current implementation state.

- On the final layout, the worst clock skew is 0.0006208 ns.
- The clock net in this run drives a total of 17 sinks.
- The share of the clock period used by the worst path is 63.84%, for reference.
- Per the post-route antenna check, the number of violating nets is 0.
- Of the total synthesized cell area, the portion taken by AND, OR, NAND and NOR gates is 17.65%.
- The per-cell via count in the routed design is 4.069, for reference.
- The report lists the number of standard-cell rows as 24.
- The sequential-to-total area share from yosys stat is 55.56%, for reference.
- The transition at the pin with the smallest max-transition slack is 0.6111 ns, for reference.
- The number of gates resized after CTS was 0.
- Per the final layout report, the fraction of cells sized above drive strength 1 comes to 7.595%.
- Broken down by cell family, the worst path's largest delay share belongs to buffers and inverters.
- The post-route utilization of the core is recorded as 20.83%.
- Global routing consumed, over all layers together, 3.332% of the routing resources.
- The number of hold buffers added after CTS was 0.
- The post-synthesis share of cell area spent on xor and xnor gates is 9.150%, for reference.
- The total setup violations reported at the end of the flow is 0, for reference.
- The first global-routing pass estimated 2201 µm of wire.
- The number of cells in the yosys synthesis report is 73, for reference.
- The total number of yosys warnings is 2, for reference.
- Clock latency on the worst-skew pair, taken at its later pin, is 0.24 ns.
- The critical path data required time is 1.92 ns, for reference.
- For this block, the routed nets add up to 1243 µm of wire.
- Entering global routing, the biggest net connects 18 pins.
- The area used by sequential logic in the layout is 425.4 µm², for reference.
- Dividing the synthesized area by the synthesized cell count gives 10.49 µm².
- The run finished with clean final reports.
- In this run, distinct cell masters in the synthesized netlist total 22.
- Summed over all layers, the global routing overflow is 0.
- The final total negative setup slack is 0 ns, for reference.
- As logged by OpenROAD, the buffers inserted on ports number 4.
- The overall power after layout is 0.0006664 W, for reference.
- The critical path's slowest stage uses the library cell sky130_fd_sc_hd__clkdlybuf4s50_1.
- Summing every instance area after synthesis gives 765.7 µm².
- The number of warnings reported in the stage logs is 25.
- Per the CTS log, the buffer count on the longest clock path is 2.
- The share of synthesized cell area in full adder, half adder and majority cells is 1.634%, for reference.
- Per the OpenROAD power report, leakage power amounts to 0.3770 nW.
- Per the cell usage report, the commonest logic cell in the layout is sky130_fd_sc_hd__dfrtp_1.
- According to the floorplan report, the die height is 87 µm.
- The post-CTS setup buffer count is 0, for reference.
- The highest net fanout along the worst path is 2, for reference.
- After detailed routing, the number of remaining DRC violations is 0.
- Per the CTS log, the maximum H-tree level is 1.
- The critical path goes through clkdlybuf4s50_1.
- The number of global-route vias before repair is 548, for reference.
- The overall die size recorded for this design is 7569 µm².
- The total half-perimeter wirelength after legalization and detailed placement is 890.7 µm, for reference.
- The TritonCTS clock tree is yes, for reference.
- The arrival time of data at the worst endpoint is listed as 1.05 ns.
- VDD sags by at most 0.1907 mV.
- The CTS clock-pin slew for the worst setup and hold paths is 0.06 ns, for reference.
- The classification of the worst-slack hold path is register to register, for reference.
- The start-to-end type of the worst setup path is register to output pin, for reference.
- During I/O placement, the number of pins put on the boundary was 5.
- The clock buffer count from CTS is 3, for reference.
- Yosys shows that the main logic family after synthesis is simple AND/OR/NAND/NOR gates.
- The total power divided by cell area is 734.7 nW/µm², for reference.
- For this run, the chip area from Yosys synthesis comes to 765.7 µm².
- Per the run report, area growth between synthesis and finish was 18.46%.
- The flip-flop and latch count after synthesis is 17, for reference.
- The main area contributors are sky130_fd_sc_hd__dfrtp_1, sky130_fd_sc_hd__xnor2_1, sky130_fd_sc_hd__nor2_1, sky130_fd_sc_hd__or3_1, sky130_fd_sc_hd__a21oi_1.
- In the log, the iteration count for the first detailed-route pass is 3.
- The number of hold violations in the final report is 0, for reference.
- For this configuration, the core starts out at a cell density of 17.59%.
- The worst setup path is captured at an output pin.
- The detailed router finished its first iteration with 52 violations.
- Based on the critical path, the design can be clocked at up to 652.7 MHz.
- The number of diodes is 0, for reference.
- The minimum period implied by the final worst setup slack is 1.532 ns, for reference.
- The delay of the slowest cell on the worst path is 0.46 ns, for reference.
- Ranking logic cells in the layout by count gives the top entries sky130_fd_sc_hd__dfrtp_1, sky130_fd_sc_hd__nor2_1, sky130_fd_sc_hd__a21oi_1.
- The routed layout has 533 vias.
- The cell type with the largest total area after synthesis is sky130_fd_sc_hd__dfrtp_1, for reference.
- Max-slew check failures listed in the final report amount to 0.
- Counting the fill cells in the layout gives 465.
- The width of the die is 87 µm, for reference.
- The timing report notes that buffer and inverter cells on the critical path total 1.
- Synthesis produced a netlist whose cell count is 73.
- Looking at the clock tree report, the root buffer type is sky130_fd_sc_hd__clkbuf_8.
- The tool flagged a number of max-cap violations equal to 0.
- STA classifies the critical path startpoint as a register.
- The number of antenna violations at the first check in global routing is 0, for reference.
- After synthesis, the share of cell area in mux cells is 0%.
- The area taken by multi-input logic gates is 316.6 µm², for reference.
- The final RePlAce weighted congestion is 0.7652, for reference.
- The worst pin sits at a relative slew slack of 59.22%.
- The area fraction of the largest cell type after synthesis is 55.56%.
- The routed design shows a wire length per standard cell of 9.489 µm.
- Setup repair after global routing left no endpoint under its margin.
- The core region is 4354 µm².
- In this run, the synthesized area fraction spent on AND-OR/OR-AND gates is recorded as 12.91%.
-- cell usage after synthesis --
cell,n
sky130_fd_sc_hd__a211o_1,1
sky130_fd_sc_hd__a21oi_1,6
sky130_fd_sc_hd__a21oi_2,1
sky130_fd_sc_hd__a221oi_2,1
sky130_fd_sc_hd__a22oi_1,1
sky130_fd_sc_hd__a41oi_1,1
sky130_fd_sc_hd__and4_4,1
sky130_fd_sc_hd__buf_2,1
sky130_fd_sc_hd__clkbuf_1,1
sky130_fd_sc_hd__dfrtp_1,17
sky130_fd_sc_hd__ha_1,1
sky130_fd_sc_hd__inv_1,4
sky130_fd_sc_hd__nand2_1,2
sky130_fd_sc_hd__nand2b_1,2
sky130_fd_sc_hd__nand3_1,2
sky130_fd_sc_hd__nand4_1,2
sky130_fd_sc_hd__nor2_1,10
sky130_fd_sc_hd__nor2b_1,2
sky130_fd_sc_hd__o21ai_0,4
sky130_fd_sc_hd__or3_1,5
sky130_fd_sc_hd__xnor2_1,5
sky130_fd_sc_hd__xor2_1,3
-- flip-flops by register name, summed over array words and instances (netlist names) --
signal / count
brg_clk: 1
brg_stb: 1
brg_cnt: 15
-- cell families after synthesis --
family	count (synthesis)
compound gates	15
xor+xnor	8
fa+ha+maj	1
buf+inv	6
flops	17
simple gates	26
-- report_power, final --
part	switching, W	leakage (nW)	internal [W]	total, W
Clock	0.0000882	0.0228	0.000117	0.000206
Combinational	0.0000607	0.129	0.0000486	0.000109
Sequential	0.0000341	0.225	0.000317	0.000351
-- worst paths after layout --
check / from / to / slack [ns] / cells after the start
min in group asynchronous: rst_i / brg_stb / 0.61 / 2
worst max-delay path: brg_clk / brg_clk_o / 0.87 / 1
worst min register to register: brg_clk / brg_stb / 0.43 / 1
worst min-delay path: brg_clk / brg_stb / 0.43 / 1
max in group asynchronous: rst_i / brg_cnt[9] / 1.39 / 2
worst max register to register: brg_cnt[1] / brg_cnt[10] / 0.87 / 4
-- per-layer routing --
metal	wire length (µm)	GRT usage, %	up-vias
li1	-	-	260
met1	593	4.130	269
met2	615	5.996	2
met3	2	0.1887	2
met4	31	1.031	0
met5	0	0	-
-- per-stage QoR --
step	cells	instance area (µm²)	worst slack, ns	hold WS, ns
final	131	907.1	0.8679	0.4305
after global routing	131	907.1	0.7458	0.4467
after CTS	131	907.1	0.8476	0.4372
after detailed placement	127	862.1	0.6950	0.4289
after global placement	127	862.1	0.7422	0.4159
after floorplan	73	765.7	0.9841	0.3777
-- layout make-up --
cell class                 count  area share [%]
sequential                    17           46.90
inverter                       4           1.655
clock buffer                   4           4.966
timing repair buffer           4           4.414
multi-input combinational     50           34.90
tap                           52           7.172
Power and IR drop assume default switching activity.
